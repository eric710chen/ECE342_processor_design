==> /design/flow/design.v <==
module datapath
(
	input clk,
	input reset,
	input [7:0] i_guess,
	input i_inc_actual,
	output o_over,
	output o_under,
	output o_equal
);
logic [7:0] actual;
always_ff @ (posedge clk or posedge reset) begin
	if (reset) actual <= '0;
	else begin
		if (i_inc_actual) actual <= actual + 8'd1;
	end
end
assign o_over = i_guess > actual;
assign o_equal = i_guess == actual;
assign o_under = i_guess < actual;
endmodule
==> /design/flow/run.sh <==
#!/bin/bash
# OpenROAD 26Q1-2900-gdf79404cd8, Yosys 0.63+post, stock flow scripts
make -C /OpenROAD-flow-scripts/flow DESIGN_CONFIG=/design/flow/config.mk WORK_HOME=/design/flow/orfs finish
==> /design/flow/config.mk <==
export PLATFORM = sky130hd
export DESIGN_NAME = datapath
export DESIGN_NICKNAME = datapath
export VERILOG_FILES = /design/flow/design.v
export SDC_FILE = /design/flow/constraint.sdc
export NUM_CORES = 4
export LEC_CHECK = 1
export CORE_AREA = 10 10 70 70
export DIE_AREA = 0 0 80 80
==> /design/flow/constraint.sdc <==
current_design datapath

set clk_period 3.0
set clk_io_pct 0.2

create_clock -name clk0 -period $clk_period [get_ports {clk}]

set non_clock_inputs [all_inputs -no_clocks]
set_input_delay [expr $clk_period * $clk_io_pct] -clock clk0 $non_clock_inputs
set_output_delay [expr $clk_period * $clk_io_pct] -clock clk0 [all_outputs]
==> git commit body <==
Record implementation results from latest flow run

- Top_reg_cell synth: sky130_fd_sc_hd__dfrtp_1
- Clock sinks: 8
- Per the OpenROAD floorplan log, the area of the die is 0.006400 mm^2.
* First-pass GRT wire length: 1904 um
- Number of detailed-route iterations in the first pass: 4
- Tracing the worst setup path back leads to its startpoint at i_guess[0].
- The total area inside the core boundary comes to 0.003416 mm^2.
- Once synthesis finished, the tally of register bits stood at 8.
* Kind of start point of the critical path: primary input
* Global-route total usage across every layer: 0.03823
- According to the timing report, the arrival time at the worst endpoint equals 2.26 ns.
* Clock Tree Buf Depth: 2
- Per the skew report, the later register of the worst-skew pair sees a clock latency of 0.25 ns.
- The script computed a power per unit cell area of 747.7 mW/mm^2.
- The final timing summary puts the cycle share of the worst path at 0.9543.
* Die height: 80 um
- Synthesized area: 546.8 um^2
* Post-synthesis cell count: 55
- Hold Violations, Final: 0
* Log Warnings: 25
* Netlist cell types: 16
- The min-delay analysis places its worst path in the category reg2reg.
- In this run, synthesis inferred 0 flip-flops with an integrated enable.
* Flop2flop setup slack: 1.86 ns
- DR WL/cell: 9.769 um
- The worst setup path is captured at an output port.
- The register with the most flip-flops in the layout has 8 of them.
- The floorplan has 21 rows.
* Buffer type at the clock tree root: sky130_fd_sc_hd__clkbuf_4
* Dominant cell type by area after synthesis: sky130_fd_sc_hd__dfrtp_1
- Vias post-DR: 432
- H-tree level count: 1
* Detail-routed via count per cell: 3.692
* Min Clock Period, post-route: 2.863 ns
- The report counts max-capacitance violations totalling 0.
- Synth cell count leaders: sky130_fd_sc_hd__ha_1 (9), sky130_fd_sc_hd__inv_1 (9), sky130_fd_sc_hd__dfrtp_1 (8)
- Area Growth Syn to Fin: 41.88%
- After routing, the total negative slack on setup checks comes to 0 ns.
* Final wirelength: 1143 um
* Die boundary width: 80 um
- The worst VDD IR drop from the latest analysis is 0.0002644 V.
- Critical R2R Launch: actual[0]$_DFFE_PP0P_
* Final max-slew violation count: 0
- Number of buffers added by the clock tree synthesis step: 3
* Total congestion overflow: 0
* Core utilization before placement: 0.1601
- For this run, the number of Yosys warnings is 1.
* Cell-by-cell trace of the critical path: clkdlybuf4s50_1, inv_1, ha_1, nor2b_1, o211ai_1, a21oi_2, o21ba_2, clkdlybuf4s50_1
- Top-area cell type share of the netlist area: 0.3661
- Number of filler cells placed in the layout: 371
- Largest register by flop count: actual
- The registers reported with the highest flop counts are actual: 8 flops.
* Number of cells in the yosys synthesis report: 55
- Iteration-0 DRC count of the detailed router: 21
- Share of async-settable or async-resettable flops after synthesis: 1.000
- Checking max transition, the worst relative margin is 0.7992.
- The flow ran to the end, and the final reports show no timing, DRC or antenna violations.
- Worst path slowest cell: sky130_fd_sc_hd__clkdlybuf4s50_1
- The via count of the first global-routing pass is 423.
- Inserted Diodes: 0
* Buffer and inverter count on the worst path: 3
- Average cell area after synthesis: 9.941 um^2
- The cell family contributing the most delay on the critical path is buffers and inverters.
- Entering global routing, the biggest net connects 9 pins.
- Setup violations remaining at the end of the flow were counted as 0.
- Worst-case reg-to-reg path depth: 4
* # IOs: 14
- Looking at the setup timing report, the critical path kind is in2out.
- Maximum cell stage delay along the critical path: 0.46 ns
* Biggest area contributors in the synthesized netlist: sky130_fd_sc_hd__dfrtp_1 (37%), sky130_fd_sc_hd__ha_1 (21%), sky130_fd_sc_hd__xnor2_1 (9.6%), sky130_fd_sc_hd__inv_1 (6.2%), sky130_fd_sc_hd__nor3_2 (5.5%)
- Levels on crit path: 8
* CP Max Fanout: 2
* Part of the Yosys area used for sequential elements: 0.3661
- RSZ-0062 raised after global routing: no
- Util after Layout: 0.2271
* Tally of buffers added on design ports: 13
- Clk pin slew, worst setup/hold paths: 0.05 ns
* Global placer's final weighted congestion: 0.7580
* Leakage power total: 0.0003374 uW
- Critical Path Sink: o_over
- Clock tree from TritonCTS: yes
- Of the cells placed in the final design, the portion with a size suffix greater than 1 is 0.1408.
- Yosys reports a chip area of 546.8 um^2.
- The initial antenna violation count came to 0.
- Power comes to 580.0 uW.
- Post-route DRC: 0
- Library cell appearing most often on the critical path: sky130_fd_sc_hd__clkdlybuf4s50_1
* Achievable frequency: 0.3493 GHz
- Count of nets left with antenna violations after detail routing: 0
- Worst setup skew after layout: 0.003882 ns
- Slew at the pin closest to its max-slew limit: 0.3009 ns
- Post CTS Setup Buffer Count: 0
* Destination of the worst register-to-register timing path: actual[6]$_DFFE_PP0P_
- For the worst setup path, the data required time is 2.40 ns.
- The area taken by sequential standard cells is reported as 200.2 um^2.
- Once detailed placement completed, the half-perimeter wirelength came to 980.2 um.
- In the final layout, the multi-input gates occupy 329.1 um^2.
-- cells in the final DEF, fill, tap and decap left out, types with 2 or more instances in the layout --
cell type                         netlist  layout
sky130_fd_sc_hd__clkbuf_4               0       3
sky130_fd_sc_hd__a21oi_1                4       3
sky130_fd_sc_hd__nor3_2                 3       3
sky130_fd_sc_hd__nor2_1                 2       2
sky130_fd_sc_hd__nand2_1                3       3
sky130_fd_sc_hd__inv_1                  9       9
sky130_fd_sc_hd__nand4_1                3       3
sky130_fd_sc_hd__xnor2_1                6       6
sky130_fd_sc_hd__ha_1                   9       8
sky130_fd_sc_hd__clkdlybuf4s50_1        0      12
sky130_fd_sc_hd__dfrtp_1                8       8
-- timing repair --
item                                   in CTS  in global routing
gates resized                               0                  4
hold buffers                                0                  0
endpoints found under the hold margin       0                  0
setup endpoints to repair                   0                  2
-- area by class of cell --
class,count,share of cell area
clock buffer,3,0.02903
inverter,9,0.04355
multi-input combinational,38,0.4242
sequential,8,0.2581
tap,46,0.07419
timing repair buffer,13,0.1710
-- worst min-delay path by stage --
stage                        to                  start  slack (ns)  depth (start not counted)
5_1_grt   actual[4]$_DFFE_PP0P_  actual[4]$_DFFE_PP0P_        0.53                          1
4_1_cts   actual[4]$_DFFE_PP0P_  actual[4]$_DFFE_PP0P_        0.50                          1
6_report  actual[4]$_DFFE_PP0P_  actual[4]$_DFFE_PP0P_        0.49                          1
-- power by group --
group	switching (uW)	internal (uW)
sequential	46.3	160
clock	35.0	45.7
combinational	140	152
total	222	358
-- kinds of logic (layout without fill, tap and decap cells) --
family | Yosys count | in the layout | synth area share
buffers and inverters | 9 | 25 | 0.06178
AND/OR/NAND/NOR | 14 | 14 | 0.1671
adder cells (fa/ha/maj) | 9 | 9 | 0.2060
AND-OR/OR-AND | 8 | 8 | 0.08696
XOR/XNOR | 7 | 7 | 0.1121
flip-flops | 8 | 8 | 0.3661
-- routing by layer --
| layer | part of all wire | track usage | vias up |
|---|---|---|---|
| met1 | 0.52 | 0.05149 | 198 |
| met2 | 0.37 | 0.05056 | 12 |
| met4 | 0.010 | 0.003521 | 0 |
| met3 | 0.10 | 0.02614 | 2 |
| li1 | - | - | 220 |
| met5 | 0 | 0 | - |
-- metrics by stage --
| step | hold slack, ns | cell area [um^2] | instances | setup WS, ns |
|---|---|---|---|---|
| CTS | 0.4987 | 757.0 | 117 | 0.06058 |
| floorplan | 0.4157 | 546.8 | 55 | 0.9718 |
| finish | 0.4948 | 775.7 | 117 | 0.1371 |
| global route | 0.5309 | 775.7 | 117 | 0.009803 |
| global placement | 0.4932 | 734.5 | 114 | 0.07642 |
| detailed placement | 0.4918 | 734.5 | 114 | 0.07213 |
Power is estimated from default activity; no workload was simulated.
