==> flow/design.v <==
module hex_decoder
(
	input [3:0] hex_digit,
	output logic [6:0] segments
);
    always_comb begin
        case (hex_digit)
            4'h0: segments = 7'b1000000;
            4'h1: segments = 7'b1111001;
            4'h2: segments = 7'b0100100;
            4'h3: segments = 7'b0110000;
            4'h4: segments = 7'b0011001;
            4'h5: segments = 7'b0010010;
            4'h6: segments = 7'b0000010;
            4'h7: segments = 7'b1111000;
            4'h8: segments = 7'b0000000;
            4'h9: segments = 7'b0011000;
            4'hA: segments = 7'b0001000;
            4'hB: segments = 7'b0000011;
            4'hC: segments = 7'b1000110;
            4'hD: segments = 7'b0100001;
            4'hE: segments = 7'b0000110;
            4'hF: segments = 7'b0001110;   
            default: segments = 7'h7f;
        endcase
	end
endmodule
==> flow/run.sh <==
#!/bin/bash
# OpenROAD 26Q1-2900-gdf79404cd8, Yosys 0.63+post, stock flow scripts
make -C /OpenROAD-flow-scripts/flow DESIGN_CONFIG=/design/flow/config.mk WORK_HOME=/design/flow/orfs finish
==> flow/config.mk <==
export PLATFORM = sky130hd
export DESIGN_NAME = hex_decoder
export DESIGN_NICKNAME = hex_decoder
export VERILOG_FILES = /design/flow/design.v
export SDC_FILE = /design/flow/constraint.sdc
export NUM_CORES = 4
export LEC_CHECK = 1
export CORE_AREA = 10 10 70 70
export DIE_AREA = 0 0 80 80
==> flow/constraint.sdc <==
current_design hex_decoder

set clk_period 1.1
set clk_io_pct 0.2

create_clock -name clk0 -period $clk_period

set non_clock_inputs [all_inputs -no_clocks]
set_input_delay [expr $clk_period * $clk_io_pct] -clock clk0 $non_clock_inputs
set_output_delay [expr $clk_period * $clk_io_pct] -clock clk0 [all_outputs]
==> impl_metrics.tcl <==
# implementation run metrics
set metrics [dict create \
    wl_per_cell_um 10.8 \
    grt_usage 0.0330 \
    pwr-share-clk 0 \
    total_power_mw 0.234 \
    worst_ep_arrival_time_ns 1.17 \
    syn_avg_cell_area_um2 7.51 \
    cp_max_fo 3 \
    worstHoldStart "hex_digit[3]" \
    whs_ns 0.890 \
    synthCells 34 \
    final_cells 102 \
    finalWorstSetupSlack_ns -0.286 \
    grt_pass1_vias 375 \
    finalHoldViolCount 0 \
    end_kind "primary output" \
    grt_overflow_total 0 \
    slew_headroom 0.850 \
    cap_viol_max_count 0 \
    grt_use_met3 0.0114 \
    synth_stat.cells 34 \
    critical_path_class "primary input to primary output" \
    register_area_um2 0 \
    dp.cells 95 \
    run_status "finished, violations left" \
    dieArea_mm2 0.00640 \
    drv_slew 0 \
    swShare 0.430 \
    drc_errors 0 \
    period_minus_slack_ns 1.39 \
    clock_buffers 0 \
    seqPwrFrac 0 \
    antenna_found_initial 0 \
    synth_cell_types 19 \
    route.vias.total 328 \
    p_per_area_mw_per_mm2 364 \
    ir_worst_vdd_uv 208 \
    grt_pass1_wl_um 1750 \
    holdPathStages 4 \
    min_to "segments[2]" \
    drtPass1Iterations 3 \
    rsz0062_at_grt "yes" \
    met2_usage 0.0490 \
    totalWireLength_um 1110 \
    vias_per_cell 3.22 \
    p_leak_nw 0.274 \
    start_kind "primary input" \
    tightest_slew_ns 0.223 \
    fp_util 0.0747 \
    use_met1 0.0475 \
    min_path_type "primary input to primary output" \
    switchingPower_mw 0.101 \
    gp_congestion 0.776 \
    setup_viol 7 \
    busiest_layer "met2" \
    p_int_mw 0.133 \
    drt_iter0_drc 2 \
    ys_chip_area_um2 255 \
    yosysWarnings 1 \
    hold_buffers 0 \
    ys_seq_frac 0 \
    antenna_cells 0 \
    coreArea_mm2 0.00342 \
    pin_count 11 \
    critPathRequiredTime_ns 0.88 \
    die_h_um 80 \
    syn_area_um2 255 \
    clock.fmax_mhz 722 \
    grt_start_max_net_pins 9 \
    syn2layout_area_growth_pct 152 \
    fp.dieW_um 80 \
    warnings 40 \
    drive_above_1_share 0.804 \
    rows 21 \
    violations "negative setup slack" \
    antenna_left 0 \
    portBuffers 11 \
    place_hpwl_um 709 \
    pwr-share-comb 1.000 \
    fin_crit_sh 1.26 \
    final_util 0.188 \
    ff_count 0 \
]
==> layer usage <==
layer	vias to the layer above	share of wire
li1	166	-
met1	151	0.55
met2	11	0.38
met3	0	0.071
met4	0	0
met5	-	0
==> area by class of cell <==
type / count / area [um2]
Inverter: 3 / 23.8
Fill cell: 387 / 2770
Timing Repair Buffer: 24 / 213
Tap cell: 46 / 57.6
Multi-Input combinational cell: 29 / 349
==> per-stage QoR <==
stage	cell area [um2]	setup slack [ns]	TNS [ns]
6_report	643	-0.286	-1.33
5_1_grt	643	-0.329	-1.59
4_1_cts	607	-0.294	-1.64
3_5_place_dp	465	-1.14	-7.53
3_3_place_gp	465	-1.10	-7.30
2_1_floorplan	268	-0.00318	-0.00318
==> power by group through the flow <==
stage         registers [mW]  clock network [mW]  logic [mW]
finish                     0                   0       0.234
CTS                        0                   0       0.208
global route               0                   0       0.255
==> how the worst max path moves through the flow <==
stage                 from           to  slack (ns)  depth (start not counted)
finish        hex_digit[0]  segments[6]       -0.29                          6
global route  hex_digit[1]  segments[6]       -0.33                          6
CTS           hex_digit[1]  segments[6]       -0.29                          7
==> Yosys cell counts <==
library cell  n  area, um2
nand3_1       1       5.00
nor2b_1       1       6.26
buf_6         1       11.3
a32o_1        1       10.0
o21ai_1       1       5.00
nand2b_1      2       12.5
ha_1          6       75.1
clkbuf_1      1       3.75
or3b_1        1       8.76
mux2_2        1       11.3
nor2_2        1       6.26
inv_1         3       11.3
nand2_1       1       3.75
a21oi_1       1       5.00
o22ai_1       1       6.26
nor2_1        3       11.3
mux2i_1       3       30.0
a22o_1        2       17.5
o21ai_0       3       15.0
==> cells in the final DEF (no fill, tap or decap), drive strengths merged <==
master,count
buf,21
nand2,1
nor2b,1
a21oi,1
nand3,1
mux2,1
clkdlybuf4s15,1
or3b,1
o21ai,4
mux2i,3
dlygate4sd2,1
ha,6
nor2,4
clkbuf,1
inv,3
a32o,1
a22o,2
nand2b,2
o22ai,1
==> timing repair <==
action                     CTS  global route
cloned                       1             0
gates resized               64            15
buffers inserted             5             1
setup endpoints to repair    7             7
pin swaps                    7             9
==> cells by family (layout without fill, tap and decap cells) <==
| group | Yosys count | count (layout) | share of synthesized area |
|---|---|---|---|
| AND-OR/OR-AND | 9 | 9 | 0.230 |
| AND/OR/NAND/NOR | 10 | 10 | 0.211 |
| multiplexers | 4 | 4 | 0.162 |
| buffers and inverters | 5 | 27 | 0.103 |
| adder cells (fa/ha/maj) | 6 | 6 | 0.294 |
==> worst max-delay path: stages <==
cell    delay (ns)
buf_12        0.11
buf_8         0.12
ha_4          0.16
mux2_2        0.25
a22o_1        0.19
buf_2         0.11
Power is estimated from default activity; no workload was simulated.
